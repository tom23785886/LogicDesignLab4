==> design/flow/design.v <==
module lab4_2(input wire en, input wire reset,input wire clk,input wire dir,input wire record,
output wire [3:0]DIGIT,output wire[6:0]DISPLAY,output wire max,output wire min);
        wire clk23;
        wire clk25;
        wire clk13;
        wire clk16;
        wire en_de;
        wire en_pul;
        wire dir_de;
        wire dir_pul;
        wire record_de;
        wire record_pul;
        clk_divider #(23)clk1 (.clk(clk),.clk_div(clk23));
        clk_divider #(25)clk2 (.clk(clk),.clk_div(clk25));
        clk_divider #(13)clk3 (.clk(clk),.clk_div(clk13));
        clk_divider #(16)clk4 (.clk(clk),.clk_div(clk16));
        debounce de1(.pb_debounced(en_de),.pb(en),.clk(clk13));
        onepulse on1(.clk(clk23),.pb_debounced(en_de),.pb_1pulse(en_pul));
        debounce de2(.pb_debounced(dir_de),.pb(dir),.clk(clk13));
        onepulse on2(.clk(clk23),.pb_debounced(dir_de),.pb_1pulse(dir_pul));
        debounce de3(.pb_debounced(record_de),.pb(record),.clk(clk13));
        onepulse on3(.clk(clk23),.pb_debounced(record_de),.pb_1pulse(record_pul));
        wire [3:0]lastnum;
        wire [3:0]num;
        reg [3:0]nextBCD0 ;
        reg [3:0]nextBCD1 ;
        reg [3:0]nextBCD2 ;
        reg [3:0]nextBCD3 ;
        reg [6:0] display;
        reg [3:0] digit;
        reg enable;
        reg nextenable;
        reg [3:0] val;
        reg [3:0] BCD0;
        reg [3:0] BCD1;
        reg [3:0] BCD2;
        reg [3:0] BCD3;
        reg mini;
        reg maxi;
        reg dire;
        reg nextdir;
        reg rcd;
        always@(*)
            begin
                if(reset==1'b1) begin nextBCD0=4'b0000;nextBCD1=4'b0000;
                nextenable=1'b0; nextdir=1'b1;maxi=1'b0; mini=1'b0; end
                else
                    begin
                        if(en_pul==1'b1) begin nextenable=~enable; end
                        else begin nextenable=enable; end
                        if(enable==1'b0)
                            begin
                                maxi=1'b0;
                                mini=1'b0;
                                nextBCD1=BCD1;
                                nextBCD0=BCD0;
                            end
                        else
                            begin
                            if(dir_pul==1'b1) begin nextdir=~dire; end
                                if(dire==1'b1)
                                    begin
                                        if(BCD0==4'b1001&&BCD1==4'b1001)
                                            begin
                                                maxi=1'b1;
                                                mini=1'b0;
                                                nextBCD1=BCD1;
                                                nextBCD0=BCD0;
                                            end   
                                        else if(BCD0==4'b1001&&BCD1!=4'b1001)
                                            begin
                                                maxi=1'b0;
                                                mini=1'b0;
                                                nextBCD1=BCD1+1;
                                                nextBCD0=4'b0000;
                                            end
                                        else 
                                            begin
                                                maxi=1'b0;
                                                mini=1'b0;
                                                nextBCD0=BCD0+1;
                                                nextBCD1=BCD1;
                                            end
                                    end
                                else
                                    begin
                                        if(BCD0==4'b0000&&BCD1==4'b0000)
                                            begin
                                                maxi=1'b0;
                                                mini=1'b1;
                                                nextBCD1=BCD1;
                                                nextBCD0=BCD0;
                                            end   
                                        else if(BCD0==4'b0000&&BCD1!=4'b0000)
                                            begin
                                                maxi=1'b0;
                                                mini=1'b0;
                                                nextBCD1=BCD1-1;
                                                nextBCD0=4'b1001;
                                            end
                                        else 
                                            begin
                                                maxi=1'b0;
                                                mini=1'b0;
                                                nextBCD0=BCD0-1;
                                                nextBCD1=BCD1;
                                            end
                                    end
                            end
                    end
                case(val)
                    4'b0000: begin display=7'b0000001; end
                    4'b0001: begin display=7'b1001111; end
                    4'b0010: begin display=7'b0010010; end
                    4'b0011: begin display=7'b0000110; end
                    4'b0100: begin display=7'b1001100; end
                    4'b0101: begin display=7'b0100100; end
                    4'b0110: begin display=7'b0100000; end
                    4'b0111: begin display=7'b0001111; end
                    4'b1000: begin display=7'b0000000; end
                    4'b1001: begin display=7'b0000100; end
                    default:  begin display=7'b0000001; end
                endcase  
            end
        always@(posedge clk23,posedge reset)
            begin
                if(reset==1'b1)
                    begin
                        BCD2<=4'b0000;
                        BCD3<=4'b0000;
                    end
                else 
                    begin
                        if(record_pul==1'b1) begin BCD2<=BCD0; BCD3<=BCD1; end
                        else begin BCD2<=BCD2; BCD3<=BCD3; end
                    end              
            end
        always@(posedge clk23)  
            begin
                enable<=nextenable;
                dire<=nextdir;
            end
        always@(posedge clk25, posedge reset)  
            begin
                if(reset==1'b1)
                    begin
                        BCD0<=4'b0000;
                        BCD1<=4'b0000;
                    end
                else
                    begin
                        BCD0<=nextBCD0;
                        BCD1<=nextBCD1;
                    end
            end
        always@(posedge clk13)
            begin
                case(digit)
                4'b1110: begin val=BCD1; digit=4'b1101; end
                4'b1101: begin val=BCD2; digit=4'b1011; end
                4'b1011: begin val=BCD3; digit=4'b0111; end
                default: begin val=BCD0; digit=4'b1110; end
                endcase
            end
        assign DISPLAY=display;
        assign DIGIT=digit;
        assign max=maxi;
        assign min=mini;
endmodule
module clk_divider(clk,clk_div);
    parameter n = 4;
    input clk;
    output clk_div;
    reg [n-1:0] num;
    wire [n-1:0] nextnum;
    always@(posedge clk)
        begin
            num=nextnum;
        end
    assign nextnum=num+1;
    assign clk_div=num[n-1];
endmodule
module debounce(pb_debounced,pb,clk);
    output pb_debounced;
    input pb;
    input clk;
    reg[3:0] shift_reg;
    always@(posedge clk)
        begin 
            shift_reg[3:1] <= shift_reg[2:0];
            shift_reg[0] <= pb;
        end
    assign pb_debounced=(shift_reg==4'b1111)?1'b1:1'b0;
endmodule
module onepulse (pb_debounced, clk, pb_1pulse);
    input pb_debounced;
    input clk;
    output pb_1pulse;
    reg pb_1pulse;
    reg pb_debounced_delay;
    always @(posedge clk) 
    begin
        pb_debounced_delay <= pb_debounced;
        if (pb_debounced == 1'b1 & pb_debounced_delay == 1'b0)
            begin
                pb_1pulse <= 1'b1;
            end
        else
            begin
                pb_1pulse <= 1'b0;
            end
    end
endmodule
==> design/flow/run.sh <==
#!/bin/bash
# OpenROAD 26Q1-2900-gdf79404cd8, Yosys 0.63+post, stock flow scripts
make -C /OpenROAD-flow-scripts/flow DESIGN_CONFIG=/design/flow/config.mk WORK_HOME=/design/flow/orfs finish
==> design/flow/config.mk <==
export PLATFORM = sky130hd
export DESIGN_NAME = lab4_2
export DESIGN_NICKNAME = lab4_2
export VERILOG_FILES = /design/flow/design.v
export SDC_FILE = /design/flow/constraint.sdc
export NUM_CORES = 4
export LEC_CHECK = 1
export CORE_UTILIZATION = 50
==> design/flow/constraint.sdc <==
current_design lab4_2

set clk_period 3.6
set clk_io_pct 0.2

create_clock -name clk0 -period $clk_period [get_ports {clk}]

set non_clock_inputs [all_inputs -no_clocks]
set_input_delay [expr $clk_period * $clk_io_pct] -clock clk0 $non_clock_inputs
set_output_delay [expr $clk_period * $clk_io_pct] -clock clk0 [all_outputs]
==> results.json <==
{
  "status": "finished clean",
  "synth-edff-count": 0,
  "tool_warnings": 31,
  "min_path_type": "flip-flop to flip-flop",
  "worstPathMaxFanout": 11,
  "drive_gt1_share_pct": 7.47,
  "top_usage_layer": "met1",
  "tightest_slew_ps": 668,
  "clkTransAtPathRegs_ps": 60,
  "chipArea_sq_um": 8860,
  "met1_usage_pct": 25.3,
  "wl_per_cell_microns": 11.7,
  "r2r-end": "clk2.num[23]$_DFF_P_",
  "end_kind": "primary output",
  "antenna_found_initial": 0,
  "die_w_microns": 94.1,
  "fin_crit_sh_pct": 87.7,
  "fmax_mhz": 317,
  "synth_warnings": 7,
  "syn2layout_area_growth_pct": 9.82,
  "cts_tree": "built",
  "avgSynthCellArea_sq_um": 10.8,
  "start_kind": "input port",
  "worstRegToRegCells": 5,
  "worstPathRequired_ps": 2880,
  "flop_cell": "dfxtp_1",
  "setup_viol": 0,
  "p_int_uw": 937,
  "antenna-diode-count": 0,
  "postCtsHoldBufs": 0,
  "rsz0062_at_grt": "false",
  "seqPwrFrac_pct": 57.3,
  "grt_remaining_overflow": 0,
  "h-tree-depth": 3,
  "fin_worst_skew_ps": 7.66,
  "cts_resized": 0,
  "top_cell": "dfxtp_1",
  "drtPass1Iterations": 5,
  "whs_endpoint": "clk2.num[0]$_DFF_P_",
  "fin_util_pct": 56.7,
  "grt_start_max_net_pins": 25,
  "numPortBuffers": 17,
  "p_sw_share_pct": 20.6,
  "grtUsageMet2_pct": 23.3,
  "top_area_cell": "dfxtp_1",
  "cts_made_buffers": 9,
  "vias": 2652,
  "dr.first_iter.drc_count": 63,
  "crit_arrival_ps": 2440,
  "grt_first_pass_wirelength_mm": 10.8,
  "coreArea_sq_um": 8220,
  "gp_congestion": 0.805,
  "async_flop_share_pct": 14.7,
  "cts-root-buf": "clkbuf_8",
  "topCellsByArea": "dfxtp_1 (43%), dfrtp_1 (9.4%), xnor2_1 (8.9%), ha_1 (3.8%), xor2_1 (3.7%)",
  "stdcell_count": 520,
  "cts_buffer_depth": 2,
  "largest_register_ffs": 25,
  "viasPerCell": 5.10,
  "clock_latency_ps": 330,
  "grt_usage_pct": 15.6,
  "reg2reg_from": "clk2.num[2]$_DFF_P_",
  "yosysChipArea_sq_um": 4240,
  "p_switching_uw": 244,
  "grt_use_met3_pct": 2.80,
  "comb_power_share_pct": 1.6,
  "drc_errors": 0,
  "io_pins": 18,
  "synthCells": 391,
  "p_total_uw": 1180,
  "maxCapViolations": 0,
  "hp-start": "clk2.num[0]$_DFF_P_",
  "min_path_cells": 1,
  "drt_wl_total_mm": 6.09,
  "unclocked_regs": 48,
  "power_density_nw_per_um2": 253,
  "top_cell_area_share_pct": 43.4,
  "ir_drop_mv": 0.289,
  "post_cts_buffers": 0,
  "clockPowerShare_pct": 41.1,
  "synth.distinct_cells": 50,
  "num_rows": 33,
  "reg2reg_setup_slack_ps": 1810,
  "syn-cell-area_sq_um": 4240,
  "p_leak_uw": 0.00179,
  "drtAntennaViolNets": 0,
  "fp_util_pct": 51.6,
  "slew_viol_final": 0,
  "period_minus_slack_ps": 3160,
  "path_class": "input port to primary output",
  "grt_pass1_vias": 2413,
  "dp_hpwl_mm": 4.43,
  "synth_flops": 109,
  "dp_cells": 507,
  "hold_viol": 0,
  "untimed_endpoints": 59,
  "maxSlewHeadroom_pct": 55.4,
  "tns_ps": 0,
  "yosysCellCount": 391,
  "netlist_top_cells_count": "dfxtp_1 (92), xnor2_1 (43), nand3_1 (26)",
  "die_y_microns": 94.1
}
==> per-layer routing <==
metal | wire (microns) | part of all wire [%]
met5 | 0 | 0
met4 | 60 | 0.99
met3 | 194 | 3.2
met2 | 2640 | 43
met1 | 3190 | 52
==> critical path, stage by stage <==
cell	delay, ps
clkdlybuf4s50_1	580
nor2_1	320
and3_1	230
and2_1	130
clkdlybuf4s50_1	450
==> power groups by stage <==
stage	Clock, uW	Combinational (uW)	Sequential, uW
CTS	501	19.6	676
global route	532	21.4	675
finish	485	19.3	676
==> logic make-up after synthesis <==
kind of cell | Yosys count | synth area share, %
compound gates | 37 | 6.20
simple gates | 134 | 18.0
buf+inv | 24 | 2.57
fa+ha+maj | 14 | 4.31
latches | 1 | 0.354
xor+xnor | 61 | 12.6
mux | 12 | 3.10
flops | 108 | 52.9
==> area by class of cell <==
type / count / area (sq um)
repair buffers: 18 / 178
clock inverters: 3 / 15.0
multi-input cells: 258 / 1880
clock buffers: 10 / 138
flip-flops and latches: 109 / 2260
fillers: 701 / 3560
inverters: 17 / 63.8
well taps: 105 / 131
==> how the worst max path moves through the flow <==
stage | start | to | slack [ps]
final | reset | min | 440
after global routing | reset | min | 350
after CTS | reset | min | 450
==> cell usage in the layout, fill, tap and decap left out, types with 3 or more instances in the layout <==
master / n
a21o_1: 3
a21oi_1: 10
and2_1: 3
and3_1: 10
and4_1: 8
clkbuf_8: 10
clkdlybuf4s50_1: 17
clkinv_2: 3
dfrtp_1: 16
dfxtp_1: 92
ha_1: 13
inv_1: 17
mux2_2: 9
mux2i_1: 3
nand2_1: 23
nand3_1: 26
nand3b_1: 8
nand4_1: 11
nor2_1: 18
nor2b_1: 4
nor3_1: 7
nor3b_1: 3
o21ai_0: 5
xnor2_1: 43
xor2_1: 18
==> metrics by stage <==
| stage | area [sq um] | hold slack [ps] | worst slack [ps] |
|---|---|---|---|
| 2_1_floorplan | 4240 | 383 | 1370 |
| 3_3_place_gp | 4510 | 398 | 449 |
| 3_5_place_dp | 4510 | 400 | 449 |
| 4_1_cts | 4660 | 415 | 452 |
| 5_1_grt | 4660 | 434 | 351 |
| 6_report | 4660 | 413 | 442 |
No activity file was given, so power comes from the tool's default toggle rates.
