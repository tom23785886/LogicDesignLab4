File: flow/run.sh
#!/bin/bash
# OpenROAD 26Q1-2900-gdf79404cd8, Yosys 0.63+post, stock flow scripts
make -C /OpenROAD-flow-scripts/flow DESIGN_CONFIG=/design/flow/config.mk WORK_HOME=/design/flow/orfs finish
File: flow/config.mk
export PLATFORM = sky130hd
export DESIGN_NAME = lab4_1
export DESIGN_NICKNAME = lab4_1
export VERILOG_FILES = /design/flow/design.v
export SDC_FILE = /design/flow/constraint.sdc
export NUM_CORES = 4
export LEC_CHECK = 1
export CORE_AREA = 10 10 105 105
export DIE_AREA = 0 0 115 115
File: flow/constraint.sdc
current_design lab4_1

set clk_period 2.5
set clk_io_pct 0.2

create_clock -name clk0 -period $clk_period [get_ports {clk}]

set non_clock_inputs [all_inputs -no_clocks]
set_input_delay [expr $clk_period * $clk_io_pct] -clock clk0 $non_clock_inputs
set_output_delay [expr $clk_period * $clk_io_pct] -clock clk0 [all_outputs]
File: flow/design.v
module lab4_1(input wire [15:0]SW, input wire clk, input wire reset, 
            output wire [3:0]DIGIT, output wire [6:0]DISPLAY);
        reg [4:0] val;
        reg nextvalue;
        reg [3:0] digit;
        reg [6:0] display;
        reg [3:0] BCD0;
        reg [3:0] BCD1;
        reg [3:0] BCD2;
        reg [3:0] BCD3;
        wire clk13;
        clock_div clk1(.clk(clk),.clk_div(clk13));
        always@(*)
            begin
                if(reset==1'b1)
                    begin
                        BCD0=4'b0000;
                        BCD1=4'b0000;
                        BCD2=4'b0000;
                        BCD3=4'b0000;
                    end
                else
                    begin
                        BCD0=SW[3:0];
                        BCD1=SW[7:4];
                        BCD2=SW[11:8];
                        BCD3=SW[15:12];
                    end
                case(val)
                4'b0000: begin display=7'b0000001; end
                4'b0001: begin display=7'b1001111; end
                4'b0010: begin display=7'b0010010; end
                4'b0011: begin display=7'b0000110; end
                4'b0100: begin display=7'b1001100; end
                4'b0101: begin display=7'b0100100; end
                4'b0110: begin display=7'b0100000; end
                4'b0111: begin display=7'b0001111; end
                4'b1000: begin display=7'b0000000; end
                default:  begin display=7'b0000100; end
                endcase
            end
            always@(posedge clk13)
                begin
                    case(digit)
                    4'b1110: begin val=BCD1; digit=4'b1101; end
                    4'b1101: begin val=BCD2; digit=4'b1011; end
                    4'b1011: begin val=BCD3; digit=4'b0111; end
                    4'b0111: begin val=BCD0; digit=4'b1110; end
                    default: begin val=BCD0; digit=4'b1110; end 
                    endcase
                end
        assign DISPLAY=display;        
        assign DIGIT=digit;
endmodule
module clock_div(clk,clk_div);
    parameter n=13;
    input clk;
    output clk_div;
    reg [n-1:0] num;
    wire [n-1:0] nextnum;
    always@(posedge clk)
        begin
            num=nextnum;
        end
    assign nextnum=num+1;
    assign clk_div=num[n-1];
endmodule
==> notes.md <==
The full implementation flow was run.

The clock-pin slew on the worst setup and hold paths stands at 0.05 ns. The violation count after the first detailed-route iteration stands at 15. The setup path with the least slack is of type reg -> reg. The worst hold path begins at clk1.num[0]. The final power report lists total power as 0.000436 W.

The largest individual stage delay along the critical path comes from the cell sky130_fd_sc_hd__dfxtp_1. In the routed netlist, the antenna diode instances number 0. Of the cells placed in the final design, the portion with a size suffix greater than 1 is 9.52%. The maximum root-to-sink buffer count stands at 2. The first detailed-routing pass took 4 iterations. For this design the static power due to leakage is 0.544 nW. STA lists the startpoint of the worst register-to-register path as clk1.num[0]. The core region is 0.00876 mm². The synthesized instance count stands at 119.

The area fraction of the dominant cell type after synthesis stands at 41.2%. The synthesized netlist devotes 15.1% of its cell area to compound gates. In the post-synthesis netlist, the cell with the most instances is sky130_fd_sc_hd__dfxtp_1. Ranked by instance count, the synthesized netlist is headed by 24 x sky130_fd_sc_hd__dfxtp_1, 10 x sky130_fd_sc_hd__nand3_1, 10 x sky130_fd_sc_hd__xnor2_1.

The worst setup path is captured at a flip-flop. During I/O placement, the number of pins put on the boundary was 29. Per STA, the startpoint of the critical path is clk1.num[0]. The area of the die stands at 0.0132 mm². After synthesis, the netlist uses 40 different library cells. Yosys printed 2 warnings. The total clock buffers created by CTS stands at 3.

The worst-case headroom to the max-slew limit stands at 70.6%. After synthesis, the largest family of logic cells by area is simple AND/OR/NAND/NOR gates. The final layout contains routed wiring with a total length of 2650 µm. The number of instances resized during post-cts repair stands at 0. The total area of multi-input combinational cells stands at 617 µm². Setup violations remaining at the end of the flow were counted as 0. The number of cells on the critical path stands at 4. The total vias in the final route stands at 940. The count of cells along the worst hold path stands at 1. The detailed placer reported the number of placed instances as 251. TritonCTS built the clock tree. Per the Yosys statistics, synthesis produced 119 cells. The instance area at placement stands at 0.00155 mm². The register share after synthesis stands at 41.2%. For reference, the mux area share after synthesis is 0%.

The hold violation count in the final report stands at 0. The commonest register cell is sky130_fd_sc_hd__dfxtp_1. The path class of the tightest hold or removal check is reg -> reg. The total negative slack for setup checks stands at 0 ns. The number of antenna violations at the first check in global routing came to 0. Max-cap violations in this run came to 0. The number of register pins that no clock reaches stands at 11. In this run the tools logged warnings totalling 28.

The routed length per placed instance stands at 10.4 µm. For the worst-skew pair, the clock arrives at the later sink with an insertion delay of 0.24 ns. Along the critical path, the tally of buffer and inverter instances is 0.

Looking at the clock tree report, the root buffer type is sky130_fd_sc_hd__clkbuf_8. After routing the design area is 0.00160 mm². The number of global-route vias before repair is 910. The xor/xnor share of the synthesized area stands at 9.00%. The detail route stage leaves a number of antenna-violating nets equal to 0.

The transition time of the tightest slew-check pin stands at 0.440 ns. The worst setup path is launched from a flip-flop. The share of the core area taken by cells at floorplan is 13.3%.

Entering global routing, the biggest net connects 13 pins. The slack of the worst reg-to-reg path stands at 1.28 ns. The power density relative to cell area stands at 273 mW/mm².

The wire-length estimate of the detail-placed layout is 2200 µm. The average vias per placed instance stands at 3.69. Input and output buffers added on the ports amount to 28. The first-pass GRT wire length stands at 4390 µm. Setup repair after global routing left no endpoint under its margin. Among all stages on the critical path, the maximum delay recorded is 0.39 ns. The count of non-filler cells in the finished layout stands at 255. The sequential cells in the finished layout cover a total of 480 µm². 22 endpoints have no timing constraint. The overall global routing resource usage stands at 3.94%. The number of synthesized flops with an enable pin stands at 0. Per the CTS log, the maximum H-tree level is 1. After global routing the overflow that remains totals 0. Sorting the Yosys area breakdown by cell type puts at the top sky130_fd_sc_hd__dfxtp_1. Counting pins that exceed their max-slew limit in the final report gives 0. Counting flops and latches in the post-synthesis netlist gives 24. Looking at the post-CTS report, the setup buffer insertion count equals 0. Per the timing report, the most critical flop-to-flop path finishes at clk1.num[12]. The chip area from the yosys synthesis statistics stands at 0.00117 mm². According to the floorplan report, the die width is 115 µm. Per the synthesis report, the simple-gate share of the synthesized area is 23.4%. The adder and majority gate portion of the synthesized area stands at 5.36%. The maximum achievable frequency stands at 817 MHz.

The run finished with clean final reports. The required time at the worst-slack endpoint stands at 2.61 ns. In this run the critical path is formed by ha_1 > and3_1 > nand3_1 > xnor2_1.

The flow measured a signed area growth from synthesis to layout of 36.8%. The final critical delay including setup and external delays stands at 1.22 ns. The average instance in the mapped netlist occupies 9.81 µm². The number of fillers in the final layout stands at 976. Yosys attributes the largest share of cell area to sky130_fd_sc_hd__dfxtp_1 41%, sky130_fd_sc_hd__xnor2_1 7.5%, sky130_fd_sc_hd__ha_1 5.4%, sky130_fd_sc_hd__nand3_1 4.3%, sky130_fd_sc_hd__inv_1 2.6%.

Measured along the y axis, the die boundary spans 115 µm. The data arrival time of the worst path stands at 1.34 ns. The share of flip-flops with an asynchronous set or reset after synthesis stands at 0%. The most critical setup path has its endpoint at clk1.num[12].

The number of rows created at floorplan stands at 34. On the critical path the largest part of the delay comes from flip-flops. The worst clock skew stands at 0.00325 ns. The combined area of all synthesized cells stands at 0.00117 mm². The critical path maximum fanout is 5. TritonRoute reported its final design rule violation total as 0. The worst vdd rail ir drop stands at 0.251 mV. The final critical path takes up 49.0% of the cycle. The report puts the hold buffer count at CTS at 0. The weighted congestion reported at the end of routability-driven placement stands at 0.813. The path depth of the worst reg2reg path stands at 4.
-- metal layers --
metal / wire, µm / vias to the layer above / part of all wire, % / global-route usage (%)
met5: 0 / - / 0 / 0
met4: 0 / 0 / 0 / 0.165
met3: 230 / 0 / 8.7 / 1.32
met2: 1230 / 28 / 46 / 6.64
met1: 1190 / 432 / 45 / 5.03
li1: - / 480 / - / -
-- per-stage QoR --
| step | utilization [%] | worst slack (ns) | hold WS (ns) |
|---|---|---|---|
| global placement | 17.7 | 1.32 | 0.402 |
| global route | 18.2 | 1.18 | 0.464 |
| CTS | 18.2 | 1.28 | 0.431 |
| floorplan | - | 1.38 | 0.391 |
| finish | 18.2 | 1.28 | 0.431 |
| detailed placement | 17.7 | 1.28 | 0.419 |
-- state kept, by name, indices dropped and copies added, names as in the netlist --
signal and cells:
clk1.num 13, DISPLAY 7, digit 4
-- report_power, final --
part	switching (W)	internal [W]
clock	0.0000673	0.000112
sequential	0	0.000208
combinational	0.0000172	0.0000310
-- worst min-delay path by stage --
stage	endpoint	slack (ns)
finish	clk1.num[0]	0.43
CTS	clk1.num[0]	0.43
global route	clk1.num[0]	0.46
-- final cells by class --
class / instances / share of cell area (%)
clock buffers: 4 / 2.82
inverters: 9 / 2.43
multi-input cells: 82 / 38.6
flip-flops and latches: 24 / 30.1
well taps: 108 / 8.46
repair buffers: 28 / 17.6
-- cell families (layout without fill, tap and decap cells) --
| group | after synthesis | after routing |
|---|---|---|
| and+or+nand+nor | 44 | 44 |
| AOI/OAI and AO/OA | 21 | 21 |
| DFF | 24 | 24 |
| xor gates and xnor gates | 12 | 12 |
| adders and majority gates | 5 | 5 |
| buffers and inverters | 13 | 41 |
-- cell usage in the layout (no fill, tap or decap), drive strengths merged, types with 2 or more instances in the layout --
master / n
a21oi: 5
a31oi: 2
and3: 5
and3b: 4
clkbuf: 4
clkdlybuf4s50: 28
dfxtp: 24
ha: 5
inv: 8
nand2: 8
nand3: 11
nand3b: 3
nor2: 4
o211ai: 3
o21ai: 3
or2b: 2
xnor2: 10
xor2: 2
Power is estimated from default activity; no workload was simulated.
